**flow/design.v**
```verilog
`timescale 1ns / 1ps
module receiving_igmp(valid,invalid,clk,rst,h1,h2,h3,h4,typea,mrc,checksum,groupadd,resv,s,qrv,qqic,source,member_query,member_report,leave_group,sourceadd);
input [31:0]h1,h2,h3;
parameter N=31;
input [N:0]h4;
input clk;
input rst;
output reg valid,invalid,s;
output reg [2:0] qrv;
output reg [7:0] typea,mrc,qqic;
output reg [15:0] checksum,source;
output reg [31:0] groupadd;
output reg [3:0] resv;
output reg member_query;
output reg member_report;
output reg leave_group;
output reg [31:0] sourceadd;
always@( posedge clk)
     if(rst)
            begin
            valid = 0;
            invalid = 0;
            s = 0;
            qrv = 3'b0;
            typea = 8'b0;
            mrc = 8'b0;
            qqic = 8'b0;
            checksum = 16'b0;
            source = 16'b0;
            groupadd = 32'b0;
            member_query = 1'b0;
            member_report = 1'b0;
            leave_group =1'b0;
            sourceadd = 32'b0;
            end
     else
            begin
            typea [7:0] <= h1[31:24];
            mrc [7:0] = h1[23:16];
            checksum [15:0] = h1[15:0];
            groupadd [31:0] = h2[31:0];
            s = h3[27:27];
            qrv [2:0] = h3[26:23];
            qqic [7:0] = h3[23:16];
            source [7:0] = h3[15:0];
            sourceadd [N:0] = h4[N:0];
            end 
parameter p0=0;
parameter p1=1;
parameter p2=2;
parameter p3=3;
parameter p4=4;
parameter p5=5;
parameter p6=6;
parameter p7=7;
parameter p8=8;
parameter p9=9;
parameter p10=10;
parameter p11=11;
reg [4:0] state;
always@(posedge clk)
     if(rst)
            begin
                valid=0;
            end    
     else
            begin
            case(state)
            p0: begin
                 if(typea === 8'b0)
                     begin
                        member_query = 1; 
                        state = p1;
                     end
                 if(typea === 8'b1)     
                     begin
                        member_report = 1; 
                        state = p1;
                     end
                 if(typea === 8'b10)     
                     begin
                        leave_group = 1; 
                        state = p1;
                     end
                 else
                     begin 
                        state = p9;
                     end 
                 end
            p1: begin
                 if(mrc === 8'b1010)
                     begin
                        state = p2;
                     end
                 else
                     begin
                        state = p9;
                     end           
                 end
            p2: begin
                      if(checksum === 16'b1011010111001110)
                          begin
                             state = p3;
                          end
                      else
                          begin
                             state = p9;
                          end           
                      end
            p3: begin
                      if(groupadd === 32'b10101010110111010101101101011011)
                           begin
                              state = p4;
                           end
                      else
                           begin
                              state = p9;
                           end           
                      end                 
            p4: begin
                      if(s === 1)
                           begin
                              state = p5;
                           end
                      else
                           begin
                              state = p9;
                           end           
                      end                       
            p5: begin
                      if(qrv === 3'b101)
                            begin
                                state = p6;
                            end
                      else
                            begin
                                state = p9;
                            end           
                      end
            p6: begin
                      if(qqic === 8'b10000000)
                            begin
                                 state = p7;
                            end
                      else
                            begin
                                 state = p9;
                            end           
                      end
            p7: begin
                      if(source === 16'b1010101110101101)
                             begin
                                  state = p8;
                             end
                      else
                             begin
                                  state = p9;
                             end           
                      end
            p8: begin
                      if(sourceadd === 32'b11010110110101110011101111110111)
                            begin
                                  valid = 1;  
                            end
                      else
                            begin
                                  state = p9;
                            end
                 end                       
            p9: begin
                      invalid = 1;  
                 end  
                 default:state=p0;                    
            endcase
            end          
endmodule
```
**flow/constraint.sdc**
```tcl
current_design receiving_igmp

set clk_period 1.0
set clk_io_pct 0.2

create_clock -name clk0 -period $clk_period [get_ports {clk}]

set non_clock_inputs [all_inputs -no_clocks]
set_input_delay [expr $clk_period * $clk_io_pct] -clock clk0 $non_clock_inputs
set_output_delay [expr $clk_period * $clk_io_pct] -clock clk0 [all_outputs]
```
**flow/config.mk**
```make
export PLATFORM = sky130hd
export DESIGN_NAME = receiving_igmp
export DESIGN_NICKNAME = receiving_igmp
export VERILOG_FILES = /design/flow/design.v
export SDC_FILE = /design/flow/constraint.sdc
export NUM_CORES = 4
export LEC_CHECK = 1
export CORE_UTILIZATION = 30
```
**flow/run.sh**
```bash
#!/bin/bash
# OpenROAD 26Q1-2900-gdf79404cd8, Yosys 0.63+post, stock flow scripts
make -C /OpenROAD-flow-scripts/flow DESIGN_CONFIG=/design/flow/config.mk WORK_HOME=/design/flow/orfs finish
```
==> impl_metrics.tcl <==
# collected from the flow reports
set metrics [dict create \
    path_cells "buf_6" \
    design.core.area_um2 10400 \
    finalSetupViolCount 116 \
    vias_per_cell 3.81 \
    grt_max_degree 63 \
    clk_root_buffer_cell "clkbuf_8" \
    timing.final.hold_violations 0 \
    rsz0062_at_grt "yes" \
    drive_gt1_frac 0.317 \
    warnings 40 \
    die_width_um 106 \
    grt_pass1_wl_um 12600 \
    crit_path_end_kind "output port" \
    syn_area_per_cell_um2 12.4 \
    synth_top_area_share 0.712 \
    drt_iter0_drc 56 \
    slew_viol_final 0 \
    yosys_cells 261 \
    worst_slack_ns -0.106 \
    clock_sinks 115 \
    critPathMaxFanout 1 \
    numCtsBuffers 17 \
    outcome "complete, but fails checks" \
    track_usage 0.151 \
    cpMaxStageDelayCell "dfxtp_2" \
    power_frac_clock 0.523 \
    max_freq_mhz 904 \
    cp_top_family "flip-flops" \
    path_clk_slew_ns 0.06 \
    final_cell_area_um2 5710 \
    post-route-period-util 1.11 \
    overflow 0 \
    first_pass_iters 3 \
    syn_to_final_growth_pct 76.5 \
    placed_area_um2 5620 \
    cts_tree "built" \
    startpoint_type "flop" \
    p_leak_nw 2.61 \
    dp_hpwl_um 6110 \
    p_seq_frac 0.403 \
    internal_power_mw 9.82 \
    fin_crit_ns 1.11 \
    netlist_area_um2 3240 \
    ys_area_um2 3240 \
    yosysWarnings 11 \
    post_cts_buffers 0 \
    io_buffers 232 \
    grt_pass1_vias 2373 \
    fp_util 0.312 \
    diodes 0 \
    chip_area_um2 11200 \
    setup-tns-final_ns -9.62 \
    lay_top_cells "nor2b_1 (115), clkdlybuf4s50_1 (115), buf_2 (114)" \
    cts-htree-levels 4 \
    violations "setup timing" \
    fillerInstances 878 \
    worstPathArrival_ns 0.91 \
    wire_per_inst_um 12.8 \
    post_synth_inst_count 261 \
    ys.flops 115 \
    p_sw_mw 2.31 \
    crit_required_ns 0.80 \
    top_cells_by_area "dfxtp_1 (71%), nor2b_1 (22%), buf_4 (5.6%)" \
    ant_nets 0 \
    synth.largest_area_cell "dfxtp_1" \
    routed_wl_um 8310 \
    vias 2480 \
    clockBufferDepth 2 \
    io_pins 263 \
    maxCapViolCount 0 \
    path_class "flop to output port" \
    cpPeakStageDelay_ns 0.31 \
    antenna_found_initial 0 \
    max-vdd-ir-drop_v 0.00144 \
    swShare 0.190 \
    holdCritPathClass "input pin to flop" \
    die_y_um 106 \
    postSynthSeqShare 0.712 \
    p_per_area_nw_per_um2 2120 \
    rows 37 \
    gp_congestion 0.763 \
    route.detailed.drc 0 \
    combPwrFrac 0.074 \
    cp_num_buf_inv 1 \
    ys_types 5 \
]
==> repair_timing <==
item,CTS,global route
hold buffers,1,0
endpoints found under the hold margin,2,0
endpoints found under the setup margin,116,116
gates resized,368,7
==> power by group through the flow <==
| stage | Clock (mW) | Combinational [mW] | Sequential, mW |
|---|---|---|---|
| finish | 6.34 | 0.893 | 4.89 |
| CTS | 6.50 | 0.910 | 4.88 |
| global route | 6.76 | 0.986 | 4.91 |
==> kinds of logic (layout without fill, tap and decap cells) <==
kind of cell	Yosys count	in the layout	synth area share
flops	115	115	0.712
other cells	1	17	0.00116
buf+inv	30	268	0.0650
simple gates	115	115	0.222
==> per-stage QoR <==
step	total power [mW]	instances	hold slack, ns	setup slack [ns]	utilization
finish	12.1	651	0.255	-0.106	0.551
detailed placement	6.11	618	0.447	-0.0164	0.542
CTS	12.3	651	0.228	-0.135	0.549
floorplan	5.19	277	0.328	0.352	-
global route	12.7	651	0.226	-0.165	0.551
global placement	6.11	618	0.444	-0.0129	0.542
==> worst paths after layout <==
path / end / slack, ns / depth (start not counted) / start
worst max-delay path: groupadd[10] / -0.11 / 1 / groupadd[10]
worst min-delay path: groupadd[14] / 0.26 / 2 / h2[14]
==> sequential cells by signal, summed over array words and instances (netlist names) <==
| name | count |
|---|---|
| checksum | 16 |
| groupadd | 32 |
| mrc | 8 |
| qqic | 7 |
| qrv | 3 |
| s | 1 |
| source | 8 |
| sourceadd | 32 |
| typea | 8 |
==> cell type report <==
class                   instances  area, um^2  share of cell area
flip-flops and latches        115        2320               0.406
clock buffers                  19         422              0.0738
multi-input cells             132         783               0.137
repair buffers                236        1810               0.317
well taps                     136         170              0.0298
clock inverters                13         208              0.0364
==> layer usage <==
metal / vias to the layer above / track usage / part of all wire
met5: - / 0 / 0
met4: 0 / 0.0258 / 0.017
met2: 164 / 0.240 / 0.46
met1: 1070 / 0.180 / 0.38
li1: 1235 / - / -
met3: 11 / 0.0909 / 0.15
==> Yosys cell counts (all sizes together) <==
master	number
dfxtp	115
conb	1
nor2b	115
buf	30
No activity file was given, so power comes from the tool's default toggle rates.
